<file path="flow/run.sh">
#!/bin/bash
# OpenROAD 26Q1-2900-gdf79404cd8, Yosys 0.63+post, stock flow scripts
make -C /OpenROAD-flow-scripts/flow DESIGN_CONFIG=/design/flow/config.mk WORK_HOME=/design/flow/orfs finish
</file>
<file path="flow/config.mk">
export PLATFORM = sky130hd
export DESIGN_NAME = Ascii2Param
export DESIGN_NICKNAME = Ascii2Param
export VERILOG_FILES = /design/flow/design.v
export SDC_FILE = /design/flow/constraint.sdc
export NUM_CORES = 4
export LEC_CHECK = 1
export CORE_AREA = 10 10 120 120
export DIE_AREA = 0 0 130 130
</file>
<file path="flow/constraint.sdc">
current_design Ascii2Param

set clk_period 17.1
set clk_io_pct 0.2

create_clock -name clk0 -period $clk_period

set non_clock_inputs [all_inputs -no_clocks]
set_input_delay [expr $clk_period * $clk_io_pct] -clock clk0 $non_clock_inputs
set_output_delay [expr $clk_period * $clk_io_pct] -clock clk0 [all_outputs]
</file>
<file path="flow/design.v">
module Ascii2Param #(
    parameter PE_WIDTH = 10
)
(
    input [7:0] ascii,
    input [12*PE_WIDTH-1:0] in_param,
    output reg [7*PE_WIDTH-1:0] out_param);
    always @(*) begin
        case ({ascii})
            8'h61 : out_param = {in_param[12*PE_WIDTH-1:8*PE_WIDTH], {(PE_WIDTH){1'b0}}, in_param[2*PE_WIDTH-1:0]};
            8'h41 : out_param = {in_param[12*PE_WIDTH-1:8*PE_WIDTH], {(PE_WIDTH){1'b0}}, in_param[2*PE_WIDTH-1:0]};
            8'h63 : out_param = {in_param[11*PE_WIDTH-1:10*PE_WIDTH], in_param[8*PE_WIDTH-1:5*PE_WIDTH], {(PE_WIDTH){1'b0}}, in_param[2*PE_WIDTH-1:0]};
            8'h43 : out_param = {in_param[11*PE_WIDTH-1:10*PE_WIDTH], in_param[8*PE_WIDTH-1:5*PE_WIDTH], {(PE_WIDTH){1'b0}}, in_param[2*PE_WIDTH-1:0]};
            8'h67 : out_param = {in_param[10*PE_WIDTH-1:9*PE_WIDTH], in_param[7*PE_WIDTH-1:6*PE_WIDTH], in_param[5*PE_WIDTH-1:3*PE_WIDTH], {(PE_WIDTH){1'b0}}, in_param[2*PE_WIDTH-1:0]};
            8'h47 : out_param = {in_param[10*PE_WIDTH-1:9*PE_WIDTH], in_param[7*PE_WIDTH-1:6*PE_WIDTH], in_param[5*PE_WIDTH-1:3*PE_WIDTH], {(PE_WIDTH){1'b0}}, in_param[2*PE_WIDTH-1:0]};
            8'h74 : out_param = {in_param[9*PE_WIDTH-1:8*PE_WIDTH], in_param[6*PE_WIDTH-1:5*PE_WIDTH], in_param[4*PE_WIDTH-1:2*PE_WIDTH], {(PE_WIDTH){1'b0}}, in_param[2*PE_WIDTH-1:0]};
            8'h54 : out_param = {in_param[9*PE_WIDTH-1:8*PE_WIDTH], in_param[6*PE_WIDTH-1:5*PE_WIDTH], in_param[4*PE_WIDTH-1:2*PE_WIDTH], {(PE_WIDTH){1'b0}}, in_param[2*PE_WIDTH-1:0]};
            default : out_param = {{(5*PE_WIDTH){1'b0}}, in_param[2*PE_WIDTH-1:0]};
        endcase
    end
endmodule
</file>
==> impl_metrics.tcl <==
# collected from the flow reports
set metrics [dict create \
    status "complete, no violations" \
    p_leak_nw 0.956 \
    p_per_area_nw_per_um2 17.8 \
    start_kind "input pin" \
    die_area_um2 16900 \
    cp_common_cell "buf_4" \
    postCtsSetupBuffers 0 \
    slowest_stage "and3b_2" \
    wl_per_cell_um 17.8 \
    grt_antenna_before_repair 0 \
    min_from "in_param[0]" \
    ys_warn_count 1 \
    ys_cells 179 \
    hold_path_depth 0 \
    cp_max_fo 42 \
    grt_pass1_wl_um 11300 \
    grt.overflow.total 0 \
    slew_viol_final 0 \
    rsz0062_at_grt "false" \
    vias_per_cell 4.29 \
    core_um2 11900 \
    crit_family "buffers and inverters" \
    max-slew-margin-rel_pct 49.2 \
    yosys.stat.seqShare_pct 0 \
    fmax_ghz 0.106 \
    num_rows 40 \
    syn-cell-area_um2 1530 \
    pin_count 198 \
    setup_viol 0 \
    syn_to_final_growth_pct 88.2 \
    post_cts_resized 0 \
    grt_pass1_vias 2040 \
    fin_crit_ns 9.45 \
    flop-count 0 \
    crit_chain "buf_2, buf_4, and3b_2, buf_4, a22oi_1, o22ai_1, clkdlybuf4s50_1" \
    crit_buf_inv 4 \
    drc 0 \
    drv_cap 0 \
    timing.final.hold_violations 0 \
    seq_area_um2 0 \
    grt_use_total_pct 8.39 \
    vias 1864 \
    lay_top_count "clkdlybuf4s50_1" \
    cpPeakStageDelay_ns 0.68 \
    drive_gt1_share_pct 13.5 \
    lay_top_cells "146 x clkdlybuf4s50_1, 40 x mux2i_1, 40 x o22ai_1, 30 x a22oi_2" \
    ir_drop_v 0.00000591 \
    drtAntennaViolNets 0 \
    synth.avg_cell_area_um2 8.55 \
    die_y_um 130 \
    stdcell_area_um2 2880 \
    tool_warnings 33 \
    cp.required_ns 13.68 \
    n_clock_buffer 0 \
    min_to "out_param[0]" \
    place.gp.congestion 0.791 \
    period_used_pct 55.3 \
    crit_type "in2out" \
    wl_um 7740 \
    drtPass1Iterations 4 \
    grt_max_degree 43 \
    fin_setup_tns_ns 0 \
    place_hpwl_um 6380 \
    fp_util_pct 12.8 \
    die_w_um 130 \
    cts_hold_buf 0 \
    dpl_worst_slack_ns 7.62 \
    placed_area_um2 2880 \
    timing_worst_slew_pin_value_ns 0.761 \
    arrival_ns 6.03 \
    n_antenna_cell 0 \
    portBuffers 147 \
    synth_cell_types 15 \
    setup_slack_ns 7.65 \
    crit_path_end_kind "primary output" \
    initialDrtViolationCount 41 \
    hold_class "in2out" \
    ys_chip_area_um2 1530 \
    synthCells 179 \
]
[power by group]
group	leakage (nW)	internal, mW	switching, mW
Combinational	0.956	0.0329	0.0185
Sequential	0	0	0
Clock	0	0	0
[per-stage QoR]
| stage | util (%) | total power [mW] | std cells | hold WS [ns] |
|---|---|---|---|---|
| final | 24.2 | 0.0514 | 435 | 6.84 |
| after global routing | 24.2 | 0.0555 | 435 | 6.84 |
| after CTS | 24.2 | 0.0523 | 435 | 6.84 |
| after detailed placement | 24.2 | 0.0521 | 435 | 6.84 |
| after global placement | 24.2 | 0.0518 | 435 | 6.84 |
| after floorplan | - | 0.0235 | 188 | 6.91 |
[cell usage after synthesis]
master     n  share of area [%]
buf_4     31                 15
nand3_1    1               0.33
nor2_1     1               0.25
a22oi_1   10                4.9
buf_6      8                5.9
nand2_1    1               0.25
clkbuf_1   8                2.0
a22oi_2   30                 25
buf_2      5                1.6
o22ai_1   40                 16
conb_1     1               0.25
mux2i_1   40                 26
and3b_1    1               0.57
nor3b_1    1               0.49
nor3b_4    1                1.2
[logic make-up after synthesis]
family | synth area share, %
simple gates | 3.11
buf+inv | 24.7
other cells | 0.245
compound gates | 45.8
mux | 26.2
[worst max path at each step]
stage                    start       endpoint  slack, ns  cells past startpoint
after CTS             ascii[1]  out_param[49]       7.60                      7
after global routing  ascii[1]  out_param[49]       7.47                      7
final                 ascii[1]  out_param[49]       7.65                      7
[final cells by class]
class	count	area, um2
repair buffers	152	1500
multi-input cells	136	1190
well taps	147	184
fillers	1291	9030
[per-layer routing]
| layer | vias to the layer above | part of all wire, % | track usage (%) |
|---|---|---|---|
| li1 | 903 | - | - |
| met1 | 859 | 40 | 10.3 |
| met2 | 96 | 49 | 14.5 |
| met3 | 6 | 11 | 2.96 |
| met4 | 0 | 0.49 | 0.529 |
| met5 | - | 0 | 0 |
Power figures rest on the tool's default switching activity, not on a simulated workload.
